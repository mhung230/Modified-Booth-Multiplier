File: run.sh
#!/bin/bash
# OpenROAD 26Q1-2900-gdf79404cd8, Yosys 0.63+post, stock flow scripts
make -C /OpenROAD-flow-scripts/flow DESIGN_CONFIG=/design/flow/config.mk WORK_HOME=/design/flow/orfs finish
File: config.mk
export PLATFORM = sky130hd
export DESIGN_NAME = CLA_adder
export DESIGN_NICKNAME = CLA_adder
export VERILOG_FILES = /design/flow/design.v
export SDC_FILE = /design/flow/constraint.sdc
export NUM_CORES = 4
export LEC_CHECK = 1
export CORE_AREA = 10 10 70 70
export DIE_AREA = 0 0 80 80
File: constraint.sdc
current_design CLA_adder

set clk_period 12.1
set clk_io_pct 0.2

create_clock -name clk0 -period $clk_period

set non_clock_inputs [all_inputs -no_clocks]
set_input_delay [expr $clk_period * $clk_io_pct] -clock clk0 $non_clock_inputs
set_output_delay [expr $clk_period * $clk_io_pct] -clock clk0 [all_outputs]
File: design.v
module CLA_adder #(
  parameter DATA_WIDTH = 8
)(
  input  logic [2*DATA_WIDTH:0] i_data_one, i_data_two,
  output logic [2*DATA_WIDTH:0] o_data,
  output logic                  o_carry 
);
  integer i;
  logic [2*DATA_WIDTH:0] P;
  logic [2*DATA_WIDTH:0] G;
  logic [2*DATA_WIDTH+1:0]   C;
  logic [2*DATA_WIDTH:0] Sum;
  always @(i_data_one, i_data_two) begin
    for (i = 0; i < 2*DATA_WIDTH + 1; i++) begin
      C[0] = 1'b0;
      P[i] = i_data_one[i] ^ i_data_two[i];
      G[i] = i_data_one[i] & i_data_two[i];
      Sum[i] = P[i] ^ C[i];
      C[i+1] = G[i] | (P[i] & C[i]);
    end
  end
  assign o_data  = Sum;
  assign o_carry = C[2*DATA_WIDTH + 1];
endmodule
==> impl_metrics.json <==
{
  "io_pins": 52,
  "grt_max_degree": 2,
  "yosysSeqAreaShare_pct": 0,
  "crit_path_start_kind": "primary input",
  "first_iter_violations": 1,
  "ys_sh_aoi_pct": 0,
  "synthCells": 22,
  "power.leakage_nw": 0.348,
  "post-dp-hpwl_mm": 1.61,
  "top_cells_by_count": "fa_1 (16), inv_1 (5), ha_1 (1)",
  "arrival_ns": 9.42,
  "fp_util_pct": 10.3,
  "ff_latch_area_um2": 0,
  "drive_gt1_share_pct": 12.2,
  "detail_route.wl_per_cell_um": 13.5,
  "critPathRequiredTime_ns": 9.68,
  "power.density_nw_per_um2": 48.8,
  "hold_viol_final": 0,
  "top_cells_by_area": "fa_1 (91%), inv_1 (5.3%), ha_1 (3.6%)",
  "cp_max_fo": 1,
  "ys_cells": 22,
  "fmaxAchievable_mhz": 84.5,
  "hold_class": "primary input to primary output",
  "synth.avg_cell_area_um2": 16.0,
  "dpl_cell_area_um2": 930,
  "simple_gate_area_share_pct": 0,
  "rsz0062_at_grt": "no",
  "globalRouteOverflowTotal": 0,
  "top_logic_kind": "adder cells",
  "dr.pass1.iters": 2,
  "tns_ns": 0,
  "wl_met1_um": 540,
  "antenna_cells": 0,
  "syn_to_final_growth_pct": 171,
  "chipArea_um2": 6400,
  "mux_share_pct": 0,
  "dr.max_layer_used": "met3",
  "synth-xor-area-share_pct": 0,
  "syn_area_um2": 352,
  "grt_pass1_vias": 465,
  "die_w_um": 80,
  "flops": 0,
  "wl_met3_um": 553,
  "synth_warnings": 1,
  "maxSlewHeadroom_pct": 92.4,
  "cap_viol_max_count": 0,
  "final_util_pct": 27.9,
  "top_area_cell": "fa_1",
  "setup_viol": 0,
  "gp_congestion": 0.846,
  "worst_pin_slew_ns": 0.114,
  "most_common_cell": "fa_1",
  "maxSlewViolCount": 0,
  "post-route-drc-count": 0,
  "antenna_found_initial": 0,
  "ys_chip_area_um2": 352,
  "viasPerCell": 3.28,
  "place_inst": 120,
  "routed_wl_mm": 1.62,
  "num_vias": 393,
  "hold-path-endpoint": "o_data[0]",
  "post-cts-setup-buffers": 0,
  "io_buffers": 52,
  "hold-worst-slack_ns": 5.89,
  "vdd_drop_max_mv": 0.0178,
  "placementRows": 21,
  "drtAntennaViolNets": 0,
  "min_period_over_period_pct": 97.8,
  "period_needed_ns": 11.84,
  "final-instance-count-excl-fill": 120,
  "holdBufCountCts": 0,
  "wl_met2_um": 522,
  "end_kind": "primary output",
  "tool_warnings": 32,
  "critPathKind": "primary input to primary output",
  "hold_depth": 3,
  "clockBufferCount": 0,
  "grt_pass1_wl_mm": 2.37,
  "yosysUniqueCellTypes": 3,
  "fa_ha_area_share_pct": 94.7,
  "coreArea_um2": 3420,
  "synth_top_area_share_pct": 91.1,
  "outcome": "completed",
  "fin_area_um2": 952,
  "grt_usage_pct": 4.79,
  "dieHeight_um": 80,
  "hold_start": "i_data_two[0]"
}
[repair_timing]
item                                    CTS  global route
endpoints found under the setup margin    1             1
resized                                   4             5
gates cloned                              0             0
[placed cells by master (no fill, tap or decap)]
| master | n |
|---|---|
| clkdlybuf4s50_1 | 52 |
| fa_2 | 9 |
| fa_1 | 7 |
| ha_1 | 1 |
| inv_1 | 5 |
[critical path, cell delays in order]
cell and delay, ns:
clkdlybuf4s50_1 0.41, ha_1 0.21, fa_2 0.34, fa_2 0.34
fa_2 0.34, fa_2 0.34, fa_2 0.35, fa_1 0.38
fa_1 0.39, fa_2 0.35, fa_1 0.38, fa_1 0.38
fa_1 0.39, fa_2 0.35, fa_2 0.34, fa_2 0.35
fa_1 0.36, inv_1 0.07, fa_1 0.40, inv_1 0.06
clkdlybuf4s50_1 0.46
[kinds of logic (layout without fill, tap and decap cells)]
kind of cell / Yosys count / after routing
buffers and inverters: 5 / 57
adder cells (fa/ha/maj): 17 / 17
[how the worst max path moves through the flow]
stage | startpoint | end | slack (ns)
6_report | i_data_one[0] | o_data[16] | 0.26
4_1_cts | i_data_one[0] | o_data[16] | 0.009
5_1_grt | i_data_two[0] | o_data[16] | 0.03
[through the flow]
| stage | setup slack, ns | total power [mW] |
|---|---|---|
| after floorplan | 0.916 | 0.00485 |
| after global placement | -0.162 | 0.0462 |
| after detailed placement | -0.176 | 0.0466 |
| after CTS | 0.00902 | 0.0474 |
| after global routing | 0.0302 | 0.0524 |
| final | 0.260 | 0.0464 |
[power by group]
part	total (mW)	switching, mW	internal [mW]
sequential	0	0	0
clock	0	0	0
combinational	0.0464	0.0120	0.0344
total	0.0464	0.0120	0.0344
[metal layers]
metal | vias to the layer above | track usage (%)
met3 | 0 | 6.14
met1 | 176 | 5.06
met4 | 0 | 0
met5 | - | 0
met2 | 51 | 6.18
li1 | 166 | -
[final cells by class]
type	count	area [µm²]
Fill cell	367	2460
Multi-Input combinational cell	17	355
Tap cell	46	57.6
Inverter	5	18.8
Timing Repair Buffer	52	520
Power figures rest on the tool's default switching activity, not on a simulated workload.
