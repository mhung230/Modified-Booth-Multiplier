==> design/flow/run.sh <==
#!/bin/bash
# OpenROAD 26Q1-2900-gdf79404cd8, Yosys 0.63+post, stock flow scripts
make -C /OpenROAD-flow-scripts/flow DESIGN_CONFIG=/design/flow/config.mk WORK_HOME=/design/flow/orfs finish
==> design/flow/config.mk <==
export PLATFORM = sky130hd
export DESIGN_NAME = mux_2to1
export DESIGN_NICKNAME = mux_2to1
export VERILOG_FILES = /design/flow/design.v
export SDC_FILE = /design/flow/constraint.sdc
export NUM_CORES = 4
export LEC_CHECK = 1
export CORE_AREA = 10 10 70 70
export DIE_AREA = 0 0 80 80
==> design/flow/constraint.sdc <==
current_design mux_2to1

set clk_period 1.0
set clk_io_pct 0.2

create_clock -name clk0 -period $clk_period

set non_clock_inputs [all_inputs -no_clocks]
set_input_delay [expr $clk_period * $clk_io_pct] -clock clk0 $non_clock_inputs
set_output_delay [expr $clk_period * $clk_io_pct] -clock clk0 [all_outputs]
==> design/flow/design.v <==
module mux_2to1 #(
  parameter WIDTH_DATA = 8
)(
  input  logic [2*WIDTH_DATA:0] i_data_one, i_data_two,
  input  logic                  sel,
  output logic [2*WIDTH_DATA:0] o_data
);
  assign o_data = sel ? i_data_two : i_data_one;
endmodule
==> results.txt <==
fresh numbers from the pnr run: Final period util=1.16, Fin Hold WS=between 700 and 800 ps, Hold Path Class=in -> out, CTS Hold Buffers Added=0, LEAKAGE=0.457 nW, post-DP HPWL=1300 um, All-Layer GR Usage=0.0429, first-pass GRT wire length=about 2200 um, # diodes=0, Die Ht=80 um, Cell Area, Synth=260 um2, Vias=398, DRT Pass-1 Iters=2, Final Non-Filler Cells=120, slew at the pin closest to its max-slew limit=81.4 ps, wire per inst=12.9 um, crit start category=input pin, Post-Place Cell Area=827 um2, Area Overhead vs Synth=231%, final instance area=862 um2, core box area=0.00342 mm2, synth warn=0, gr ovfl total=0, hold path depth=3, final hold vios=0, Simple Share, Synth=0, initial antenna violation count=0, top-area cell type share of the netlist area=0.577, Critical Path RT=800 ps, fin crit period=1160 ps, I/O pin total=roughly 52, final setup violation count=17, RD Place Congestion=around 0.83, Detailed Route Iter0 Violations=4, count of clock buffers in the final design=0, kind of end point of the critical path=output pin, Placed Cells=116, synthesized instance count=19, comb area leader=multiplexers, die area=0.00640 mm2, Seq/Total Area, Yosys=0, VDD IR-drop max=175 uV, Total Neg Setup Slack=-1590 ps, Core Util at FP=0.0762, yosys adder share=0, fraction of layout cells with a size suffix above 1=0.541, Tot Pwr=~0.33 mW, worst path arrival time=960 ps, chip area line of the yosys report=260 um2, vias in the first global route=456, Residual DRC=0, status=finished with violations, PD cells=378 mW/mm2, Worst slew margin=0.946, register area=0 um2, largest net degree at the start of global routing=10, leading area contributor after synthesis=mux2_4, RSZ-0062 raised after global routing=true, Max Slew Vio Count=0, # rows=21, ys cells=19, CP max FO=4, critical path type=in -> out, antenna viol nets, final=0, final core utilization=0.252, biggest area cells=mux2_4, mux2_2, buf_12, Avg Inst Size Synth=~14 um2, Distinct cells, synth=4, Max Cap Viol=0, Fillers=357, Post-Route WL=1540 um, aoi share=0, pre-CTS setup slack=-861 ps, yosys xor share=0, number of buffers added on ports=52, tool warnings=34, registers=0, Setup WS post-layout=-163 ps, failing checks=negative setup slack, Die X=80 um, Vias/cell=3.32, Peak Freq=0.860 GHz, Mux area share=0.880
## Yosys cell counts
library cell / count
mux2_4: 10
mux2_2: 7
buf_12: 1
buf_6: 1
## power by group
| group | internal, mW | leakage, nW | total, mW | switching [mW] |
|---|---|---|---|---|
| Sequential | 0 | 0 | 0 | 0 |
| Combinational | 0.252 | 0.457 | 0.326 | 0.0736 |
| Clock | 0 | 0 | 0 | 0 |
## path summary, 6_finish.rpt
| kind | start | to | slack (ps) |
|---|---|---|---|
| worst min-delay path | i_data_two[13] | o_data[13] | 800 |
| worst max-delay path | sel | o_data[11] | -160 |
## placed cells by master (no fill, tap or decap)
| cell type | n |
|---|---|
| buf_12 | 3 |
| buf_16 | 1 |
| buf_2 | 8 |
| buf_6 | 11 |
| dlygate4sd2_1 | 34 |
| mux2_4 | 17 |
## critical path: stages
cell and delay [ps]:
buf_12 110, buf_16 130, buf_12 120, mux2_4 290, buf_6 110
## routing by layer
layer,part of all wire,routed length [um],GRT usage
met5,0,0,0
met4,0,0,0
met3,0.24,364,0.0364
met2,0.28,427,0.0538
met1,0.49,752,0.0574
## logic make-up (layout without fill, tap and decap cells)
kind of cell	count (synthesis)	count (layout)
buffers and inverters	2	57
multiplexers	17	17
## final cells by class
class / instances / area, um2 / share of cell area
timing repair buffer: 57 / 549 / 0.637
tap: 46 / 57.6 / 0.0668
multi-input combinational: 17 / 255 / 0.296
## what timing repair did
| action | CTS | global route |
|---|---|---|
| endpoints found under the setup margin | 17 | 17 |
| cloned | 1 | 0 |
| hold endpoints to repair | 0 | 0 |
| buffers inserted | 3 | 0 |
| gates resized | 108 | 5 |
Power is estimated from default activity; no workload was simulated.
