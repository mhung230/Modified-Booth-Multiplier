--- ./run.sh ---
#!/bin/bash
# OpenROAD 26Q1-2900-gdf79404cd8, Yosys 0.63+post, stock flow scripts
make -C /OpenROAD-flow-scripts/flow DESIGN_CONFIG=/design/flow/config.mk WORK_HOME=/design/flow/orfs finish
--- ./config.mk ---
export PLATFORM = sky130hd
export DESIGN_NAME = encoder_radix4
export DESIGN_NICKNAME = encoder_radix4
export VERILOG_FILES = /design/flow/design.v
export SDC_FILE = /design/flow/constraint.sdc
export NUM_CORES = 4
export LEC_CHECK = 1
export CORE_AREA = 10 10 70 70
export DIE_AREA = 0 0 80 80
--- ./constraint.sdc ---
current_design encoder_radix4

set clk_period 2.9
set clk_io_pct 0.2

create_clock -name clk0 -period $clk_period

set non_clock_inputs [all_inputs -no_clocks]
set_input_delay [expr $clk_period * $clk_io_pct] -clock clk0 $non_clock_inputs
set_output_delay [expr $clk_period * $clk_io_pct] -clock clk0 [all_outputs]
--- ./design.v ---
module encoder_radix4 #(
  parameter WIDTH_DATA = 8
)(
  input  logic [WIDTH_DATA-1:0] i_data,
  input  logic [2:0]            sel,
  output logic [2*WIDTH_DATA:0] o_data
);
  logic [WIDTH_DATA:0] tmp;
  always @(i_data, sel) begin
    case (sel)
      3'b001 : tmp = {i_data[WIDTH_DATA-1],i_data};
      3'b010 : tmp = {i_data[WIDTH_DATA-1],i_data};
      3'b011 : tmp = {i_data[WIDTH_DATA-1],i_data} << 1;
      3'b100 : tmp = (~{i_data[WIDTH_DATA-1],i_data} + 1'b1) << 1;
      3'b101 : tmp = ~{i_data[WIDTH_DATA-1],i_data} + 1'b1;
      3'b110 : tmp = ~{i_data[WIDTH_DATA-1],i_data} + 1'b1;
      default: tmp = {(WIDTH_DATA+1){1'b0}};
    endcase
    o_data = {tmp, {WIDTH_DATA{1'b0}}};
  end
endmodule
==> flow_summary.ini <==
; generated from flow reports
[status]
status = finished clean

[route]
drtIter0Drc = 27
drtAntennaViolNets = 0
via_count = 823
vias_per_cell = 4.42
antennaDiodeCount = 0
wirelength_mm = 2.36
drc_errors = 0
firstDrtPassIters = 4
avgRoutedWirePerCell_um = 12.7

[power]
leakagePower_nw = 0.513
ir_drop_mv = 0.0357
cellPowerDensity_nw_per_um2 = 140

[global_route]
grt_pass1_wl_mm = 3.72
track_usage_pct = 6.81
antenna_found_initial = 0
overflow = 0
grt_max_degree = 17
grt_pass1_vias = 792

[yosys]
yosys_area_sq_um = 663
synth.distinct_cells = 42
syn_inst = 99
syn_area_per_cell_sq_um = 6.70
ys_cells = 99
synth.top_cell.area_share_pct = 9.06
ys_seq_share_pct = 0
area_leaders = buf_4 9.1%, xnor2_1 5.3%, mux2_2 5.1%, nor2b_1 4.7%, mux2i_1 4.5%
yosysWarnings = 1
syn-cell-area_sq_um = 663
yosys.area.top_type = buf_4

[sta]
worst_slack_ns = 0.0251
setup_viol = 0
hold_viol = 0
hold_slack_ns = 1.85
period_used_pct = 99.1
period_minus_slack_ns = 2.87
setup_tns_ns = 0
timing.fmax_mhz = 348
drv_slew = 0

[run]
maxCapViolCount = 0
warning_count = 32

[floorplanning]
die_width_um = 80
die_h_um = 80
fp_util_pct = 19.4
rows = 21
chipArea_sq_um = 6400
io_pins = 28
core_area_sq_um = 3420

[cells_and_area]
lay_top_count = buf_4
nFlopsAndLatches = 0
lay_top_cells = 28 x buf_4, 10 x clkdlybuf4s50_1, 8 x conb_1, 7 x nor2_1, 6 x nand2_1
areaGrowthSynthToFinish_pct = 73.0
drive_above_1_share_pct = 37.9
final_util_pct = 33.6
clockBufferCount = 0
fillers = 349
regArea_sq_um = 0

[setup_path]
path_class = input pin to primary output
endpoint_kind = primary output
crit_fanout = 4
cp-start-kind = input pin
crit_arrival_ns = 2.29
worstPathRequired_ns = 2.32

[cts]
ctsHoldBuffers = 0

[placement]
dp_slack_ns = -0.459
dp_hpwl_mm = 1.76
portBuffers = 20
place_congestion = 0.878

[min_path]
hold_path.class = input pin to primary output
==> metal layers <==
metal  wire (um)  vias up  GRT usage, %
met3          59        0         0.568
met5           0        -             0
li1            -      423             -
met4           0        0             0
met2        1150       13          12.3
met1        1150      387          9.03
==> through the flow <==
stage          power [mW]  std cells  cell area (sq um)
2_1_floorplan      0.0729        106                689
3_3_place_gp        0.145        178               1010
3_5_place_dp        0.144        178               1010
4_1_cts             0.150        179               1070
5_1_grt             0.176        186               1150
6_report            0.160        186               1150
==> worst paths after layout <==
| check | endpoint | cells after the start | start |
|---|---|---|---|
| setup / recovery | o_data[12] | 8 | i_data[3] |
| hold / removal | o_data[16] | 6 | i_data[0] |
==> where the power goes <==
group / switching (mW) / total [mW] / leakage [nW] / internal, mW
logic: 0.0679 / 0.160 / 0.513 / 0.0924
registers: 0 / 0 / 0 / 0
clock network: 0 / 0 / 0 / 0
==> worst max-delay path: stages <==
cell and delay (ns):
dlygate4sd2_1 0.27, buf_4 0.16, nor3b_4 0.29, buf_4 0.16
o211ai_1 0.11, a21oi_1 0.20, nand3_1 0.10, clkdlybuf4s50_1 0.42
==> cell usage after synthesis, drive strengths merged, types with 2 or more instances <==
cell type	n
mux2i	3
a21oi	4
a221oi	2
nand2	6
a31oi	2
nor2	7
mux2	3
buf	11
nand3	4
o31ai	2
inv	5
nor2b	5
clkbuf	6
o21a	3
nand2b	3
nor3	5
o21ai	3
xnor2	4
o211ai	3
==> layout make-up <==
type	count	area (sq um)	share of cell area (%)
multi-input cells	84	637	55.5
well taps	46	57.6	5.02
inverters	5	18.8	1.64
repair buffers	51	434	37.8
==> kinds of logic (layout without fill, tap and decap cells) <==
group                      Yosys count  count (layout)  share of synthesized area, %
and+or+nand+nor                     37              37                          33.2
AOI/OAI and AO/OA                   27              27                          28.9
buffers and inverters               22              56                          19.2
muxes                                6               6                          9.62
xor gates and xnor gates             5               5                          6.60
adders and majority gates            1               1                          1.89
other                                1               8                         0.565
==> what timing repair did <==
| action | 4_1_cts | 5_1_grt |
|---|---|---|
| pin swaps | 7 | 4 |
| setup endpoints to repair | 8 | 6 |
| setup buffers | 1 | 7 |
| resized | 28 | 8 |
Power and IR drop assume default switching activity.
